**/design/flow/design.v**
```verilog
module Fetcher (
    input wire clk,                 
    input wire reset,               
    input wire [31:0] branch_target,  
    input wire branch_taken,        
    output reg [31:0] pc,           
    output wire [31:0] instruction,  
    output reg [31:0] address,      
    output reg read                 
);
    always @(posedge clk or posedge reset) begin
        if (reset) begin
            pc <= 32'b0;  
        end else if (branch_taken) begin
            pc <= branch_target;  
        end else begin
            pc <= pc + 4;  
        end
    end
    always @(posedge clk or posedge reset) begin
        if (reset) begin
            address <= 32'b0;  
            read <= 1'b0;      
        end else begin
            address <= pc;     
            read <= 1'b1;      
        end
    end
endmodule
```
**/design/flow/run.sh**
```bash
#!/bin/bash
# OpenROAD 26Q1-2900-gdf79404cd8, Yosys 0.63+post, stock flow scripts
make -C /OpenROAD-flow-scripts/flow DESIGN_CONFIG=/design/flow/config.mk WORK_HOME=/design/flow/orfs finish
```
**/design/flow/config.mk**
```make
export PLATFORM = sky130hd
export DESIGN_NAME = Fetcher
export DESIGN_NICKNAME = Fetcher
export VERILOG_FILES = /design/flow/design.v
export SDC_FILE = /design/flow/constraint.sdc
export NUM_CORES = 4
export LEC_CHECK = 1
export CORE_UTILIZATION = 50
```
**/design/flow/constraint.sdc**
```tcl
current_design Fetcher

set clk_period 6.8
set clk_io_pct 0.2

create_clock -name clk0 -period $clk_period [get_ports {clk}]

set non_clock_inputs [all_inputs -no_clocks]
set_input_delay [expr $clk_period * $clk_io_pct] -clock clk0 $non_clock_inputs
set_output_delay [expr $clk_period * $clk_io_pct] -clock clk0 [all_outputs]
```
==> results_slide.txt <==
Flow Results at a Glance

Clocking
  • Sink Count: 65
  • CTS HTree Levels: 3
  • Clock transition at the registers of the reported paths: 0.07 ns
  • CTS Buf Count: 9
  • CTS tree: built
  • Cts repair resizes: 0
  • Clock latency on the worst-skew pair: 0.33 ns
  • Hold_buf cts: 0
  • Max clock buf depth: 2
  • Clock root cell: clkbuf_8
  • Postcts setup bufs: 0

Flow run
  • Max-cap violations: 0
  • OpenROAD warnings: 26

Place
  • DP Area: 3777 µm²
  • Pre-CTS WS: 3.623 ns
  • GP Congestion: between 0.7 and 0.8
  • Detail Placement HPWL: 3826 µm
  • IO Port Bufs: approximately 99
  • Placed insts: between 400 and 500

Worst setup path
  • CP Launch Type: register
  • CP Max Fanout: 11
  • Crit-path cells: clkdlybuf4s50_1
  • Crit path buffers/inverters: 1
  • Largest stage delay, worst path: 0.65 ns
  • Top cell family by delay on the critical path: flip-flops
  • Setup crit end kind: primary output
  • Arrival @ worst endpoint: between 1.5 and 2 ns
  • Crit path DRT: 5.44 ns
  • CP Class: reg -> out
  • Slowest CP cell: dfrtp_1

Yosys
  • Avg Inst Size Synth: 10.99 µm²
  • Synth warn: 33
  • Number of enable flip-flop cells: 0
  • Synth area leader: dfrtp_1
  • Mapped Cells: roughly 260
  • Synth top cell by count: dfrtp_1
  • YS chip area: between 2000 and 3000 µm²
  • Yosys cell count: around 260
  • Mapped cell area: between 2000 and 3000 µm²
  • Dominant flop cell: dfrtp_1
  • Ys flops: 65
  • Top cells by area: dfrtp_1 56%, buf_4 8.3%, or4_1 3.6%
  • Cell variety after synth: 30
  • Fraction of registers with async set/reset: 100.0%
  • Synth cell count leaders: 65 x dfrtp_1, 32 x buf_4, 23 x nand2_1
  • Top cell type's share of synthesized area: 56.25%
  • Sequential area share after synthesis: 56.25%

Timing
  • Final hold viol count: 0
  • Peak Freq: 0.3459 GHz
  • Period minus WS final: 2.891 ns
  • RSZ-0062 raised after global routing: no
  • Setup Skew: 0.004953 ns
  • Fin Setup TNS: 0 ns
  • # setup viols final: 0
  • Setup ws final: roughly 3.9 ns
  • Tightest Pin Transition: about 0.86 ns
  • Slew HR: 42.85%
  • Tcrit/Tclk final: between 40% and 50%
  • Hold Slack: 0.3980 ns
  • Slew Viols, Final: 0

Floorplanning
  • Total die area: 6091 µm²
  • Num rows: 27
  • Ports: 132
  • Die Ht: just under 80 µm
  • Core area: ~5500 µm²
  • Starting Density: between 50% and 60%
  • Die width: 78.05 µm

Hold path
  • Min-delay worst type: reg -> reg

Detailed routing
  • Final wirelength: 5773 µm
  • Inserted Diodes: 0
  • Drt first pass iters: 4
  • DR DRC count: 0
  • Via density: 5.131
  • DRT antenna net count: 0
  • Initial DRC Count: 98
  • Total number of vias: 2237
  • Routed WL per cell: approximately 13 µm

Finish
  • Cell area after layout: 3985 µm²
  • Final core utilization: 71.93%
  • Non-Filler Instances: 436
  • Area delta synth->final: 37.82%
  • Fraction of layout cells with a size suffix above 1: 6.868%

Power and ir drop
  • Pwr dens: 233.7 nW/µm²
  • Peak supply drop: 0.1516 mV
  • Cell leakage power: 1.668 nW
  • Pwr Total: 0.9313 mW

GRT
  • Vias in the first global route: a little under 2k
  • Initial antenna violation count: 0
  • Largest net degree at the start of global routing: 48
  • First-pass GRT wire length: approximately 9400 µm
  • GRT overflow: 0
  • All-layer global routing usage: around 20%

Outcome
  • Status: completed
-- logic make-up (layout without fill, tap and decap cells) --
kind of cell | count (synthesis) | after routing | synth area share (%)
compound gates | 44 | 44 | 9.650
xor+xnor | 11 | 11 | 3.332
fa+ha+maj | 1 | 1 | 0.4326
buf+inv | 51 | 121 | 11.81
flops | 65 | 65 | 56.25
mux | 3 | 3 | 1.168
other cells | 2 | 33 | 0.2597
simple gates | 86 | 86 | 17.09
-- metal layers --
| metal | global-route usage, % | up-vias | part of all wire [%] |
|---|---|---|---|
| met3 | 4.250 | 12 | 7.7 |
| met4 | 3.519 | 0 | 2.3 |
| met1 | 34.34 | 1049 | 46 |
| met2 | 28.95 | 106 | 44 |
| met5 | 0 | - | 0 |
| li1 | - | 1070 | - |
-- report_power, final --
group	switching, mW	total (mW)	leakage, nW	internal, mW
clock network	0.137	0.337	0.107	0.199
logic	0.0381	0.136	0.805	0.0975
registers	0.0346	0.459	0.756	0.424
-- worst paths after layout --
path	startpoint	endpoint	slack (ns)	depth (start not counted)
worst max-delay path	pc[9]	pc[9]	3.91	1
worst min-delay path	pc[0]	address[0]	0.40	0
worst max register to register	pc[5]	pc[31]	4.66	4
worst min register to register	pc[0]	address[0]	0.40	0
max in group asynchronous	reset	pc[9]	4.55	3
min in group asynchronous	reset	address[26]	1.34	2
-- final cells by class --
cell class,count,area [µm²]
clock buffer,14,172.7
clock inverter,2,35.03
fill,404,1555
inverter,4,15.01
multi-input combinational,178,1040
sequential,65,1627
tap,72,90.09
timing repair buffer,101,1006
-- flip-flops by register name, summed over array words and instances (netlist names) --
register,flops
pc,32
address,32
read,1
-- cells in the final DEF, fill, tap and decap left out, types with 2 or more instances in the layout --
cell,instances
nand3_1,9
or4_1,14
or3_1,3
nand4_2,2
clkbuf_1,2
o211ai_1,3
nand2_1,23
and4_1,4
xnor2_1,2
and2_1,3
and3_1,3
clkdlybuf4s50_1,99
buf_4,2
o21ai_0,14
o31ai_1,12
a31oi_1,14
xor2_1,9
mux2_2,3
nand4_1,8
inv_1,3
dfrtp_1,65
nor2_1,14
clkbuf_8,12
conb_1,33
Power and IR drop assume default switching activity.
