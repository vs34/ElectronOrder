==> flow/design.v <==
module Branch (
    input wire [31:0] pc,           
    input wire [31:0] imm,          
    input wire [31:0] rs1,          
    input wire [31:0] rs2,          
    input wire [2:0] funct3,        
    output reg branch_taken,   
    output reg [31:0] branch_target  
);
localparam BEQ = 3'b000;
localparam BNE = 3'b001;
localparam BLT = 3'b100;
localparam BGE = 3'b101;
localparam BLTU = 3'b110;
localparam BGEU = 3'b111;
always @(*) begin
    case (funct3)
        BEQ: branch_taken = (rs1 == rs2);
        BNE: branch_taken = (rs1 != rs2);
        BLT: branch_taken = ($signed(rs1) < $signed(rs2));
        BGE: branch_taken = ($signed(rs1) >= $signed(rs2));
        BLTU: branch_taken = (rs1 < rs2);
        BGEU: branch_taken = (rs1 >= rs2);
        default: branch_taken = 1'b0;
    endcase
end
always @(*) begin
    if (branch_taken) begin
        branch_target = pc + imm;
    end else begin
        branch_target = pc;
    end
end
endmodule
==> flow/run.sh <==
#!/bin/bash
# OpenROAD 26Q1-2900-gdf79404cd8, Yosys 0.63+post, stock flow scripts
make -C /OpenROAD-flow-scripts/flow DESIGN_CONFIG=/design/flow/config.mk WORK_HOME=/design/flow/orfs finish
==> flow/config.mk <==
export PLATFORM = sky130hd
export DESIGN_NAME = Branch
export DESIGN_NICKNAME = Branch
export VERILOG_FILES = /design/flow/design.v
export SDC_FILE = /design/flow/constraint.sdc
export NUM_CORES = 4
export LEC_CHECK = 1
export CORE_UTILIZATION = 30
==> flow/constraint.sdc <==
current_design Branch

set clk_period 18.1
set clk_io_pct 0.2

create_clock -name clk0 -period $clk_period

set non_clock_inputs [all_inputs -no_clocks]
set_input_delay [expr $clk_period * $clk_io_pct] -clock clk0 $non_clock_inputs
set_output_delay [expr $clk_period * $clk_io_pct] -clock clk0 [all_outputs]
==> flow_results.org <==
#+TITLE: Flow metrics

** Layout
- The library cell used most frequently in the layout, excluding fill and tap cells, is sky130_fd_sc_hd__clkdlybuf4s50_1.
- The final layout report lists a clock buffer count of 0.
- The post-route utilization of the core is recorded as 0.5097.
- Filler instances :: 868
- Area added between synthesis and finish :: 64.29%
- The sequential cells in the finished layout cover a total of 0 um2.
- Number of sequential cells in the layout :: 0
- Top logic cells by instance count in the layout :: sky130_fd_sc_hd__clkdlybuf4s50_1 (164), sky130_fd_sc_hd__ha_1 (63), sky130_fd_sc_hd__nand2_1 (47)
- Proportion of layout cells with a drive suffix above 1 :: 0.01802

** Floorplanning
- For this design the top-level I/O count stands at 164.
- Fraction of the core area occupied by cells at floorplan :: 0.3103
- DIE HEIGHT :: 97.20 um
- Chip area :: 9448 um2
- Measured along the x axis, the die boundary spans 97.20 um.
- According to the floorplan report, the placeable core area is 8763 um2.
- The report lists the number of standard-cell rows as 34.

** Job
- Summing over the stages, the warning tally comes to 32.
- In this run the maximum-capacitance check reported violations numbering 0.

** Yosys
- Synth warnings :: 1
- Synthesis handed over a netlist of 398 instances.
- Post-synth seq share :: 0
- Total cell area reported by yosys after synthesis :: 2719 um2
- Area of the mapped netlist :: 2719 um2
- The average instance in the mapped netlist occupies 6.831 um2.
- Per the Yosys statistics, synthesis produced 398 cells.
- After synthesis, the netlist uses 58 different library cells.

** Final timing
- Pins over their slew limit :: 0
- Per the finish-stage timing summary, setup violations number 0.
- For reference, the final report shows the hold violation count at 0.
- Slew at the pin with the worst max-slew slack :: 0.6055 ns
- Total negative slack :: 0 ns
- On the final layout, the worst hold slack is 8.170 ns.
- The highest clock rate this design can be run at is 89.22 MHz.
- Setup repair after global routing missed its margin :: false
- Counting I/O delays and the setup requirement, the final critical path takes 11.21 ns.
- Max-slew headroom :: 0.5964
- After layout, the worst setup slack is 6.892 ns.
- Post-route period utilization is reported as 0.6192.

** GRT
- Total congestion overflow after global routing :: 0
- Entering global routing, the biggest net connects 38 pins.
- For this run, the total global-route usage over all layers was measured as 0.1794.
- The via count of the first global-routing pass is 3191.
- The first global-routing pass estimated 14.38 mm of wire.
- The initial antenna violation count is 0.

** Power and ir drop
- Final Total Pwr :: 141.6 uW
- For this design the ratio of total power to cell area is 31.69 nW/um2.
- Leakage power summed over all cells :: 2.010 nW
- In this run the VDD rail shows a maximum IR drop of 0.01335 mV.

** Routing
- Via count :: 3349
- Antenna Diode Count :: 0
- The script parses the final routing iteration and logs DRC violations as 0.
- Drt first-iter violations :: 62
- Remaining number of nets flagged by the antenna check after routing :: 0
- Per the detailed-route log, wirelength across all metal layers totals 8.672 mm.
- Routed wirelength normalized by instance count :: 13.08 um
- In the routed layout, each cell is associated on average with a via count of 5.051.
- First-pass detailed-route iteration total :: 4

** CTS
- Number of hold buffers added after cts :: 0
- Resized cells post-CTS :: 0
- In this run the post-CTS setup repair buffer count came out at 0.

** Status
- Outcome :: finished, final reports clean

** Worst setup path
- The worst setup path is captured at a primary output.
- Arr. time, crit path :: 7.59 ns
- Crit path max fanout :: 37
- STA classifies the critical path startpoint as a primary input.
- Ordered list of cells on the worst path :: clkdlybuf4s50_1, inv_1, ha_1, a21oi_1, o21ai_1, a2111oi_0, a21oi_1, nor3_1, mux2_1, o221ai_4, buf_4, mux2_1, clkdlybuf4s50_1
- Crit-path max cell delay :: 0.50 ns
- Per STA, the worst path accumulates the most delay in the family buffers and inverters.
- Buffers and inverters on the worst path :: 4
- Data required time at the worst endpoint :: 14.48 ns
- The critical path's slowest stage uses the library cell sky130_fd_sc_hd__o221ai_4.
- The critical path is of the in -> out type.

** Min path
- Class of the tightest hold or removal check :: in -> out

** Place
- At the end of routability-driven placement, the weighted congestion stood at 0.9012.
- HPWL after DPL :: 7.584 mm
- # port buffers :: 164
- Worst Setup Slack post-DPL :: 6.816 ns
[kinds of logic (layout without fill, tap and decap cells)]
group                      Yosys count  count (layout)  synth area share
and+or+nand+nor                    114             114            0.1979
muxes                                6               6           0.02439
buffers and inverters               50             207           0.07777
adders and majority gates           64              64            0.2973
xor gates and xnor gates            27              27           0.08698
AOI/OAI and AO/OA                  137             137            0.3157
[where the power goes]
part           switching, mW  total [mW]  internal, mW
Combinational         0.0578       0.142        0.0837
Clock                      0           0             0
Sequential                 0           0             0
Total                 0.0578       0.142        0.0837
[cell usage after synthesis (2+ instances only)]
master,number,area (um2)
sky130_fd_sc_hd__o32a_1,2,20.02
sky130_fd_sc_hd__nor4_1,3,18.77
sky130_fd_sc_hd__nand3_1,8,40.04
sky130_fd_sc_hd__nand4_1,9,56.30
sky130_fd_sc_hd__buf_4,2,15.01
sky130_fd_sc_hd__nand2_1,47,176.4
sky130_fd_sc_hd__buf_6,2,22.52
sky130_fd_sc_hd__xor2_1,13,113.9
sky130_fd_sc_hd__a21oi_1,39,195.2
sky130_fd_sc_hd__ha_1,63,788.3
sky130_fd_sc_hd__inv_1,42,157.7
sky130_fd_sc_hd__nor2_1,21,78.83
sky130_fd_sc_hd__mux2_1,5,56.30
sky130_fd_sc_hd__o21ai_1,16,80.08
sky130_fd_sc_hd__a21o_1,10,75.07
sky130_fd_sc_hd__o21ai_0,29,145.1
sky130_fd_sc_hd__nor2b_1,4,25.02
sky130_fd_sc_hd__o21bai_1,6,45.04
sky130_fd_sc_hd__o211ai_1,5,37.54
sky130_fd_sc_hd__a211o_1,2,17.52
sky130_fd_sc_hd__o211a_1,2,20.02
sky130_fd_sc_hd__o31ai_1,5,37.54
sky130_fd_sc_hd__nor3_1,7,35.03
sky130_fd_sc_hd__o21a_1,3,22.52
sky130_fd_sc_hd__or3_1,4,25.02
sky130_fd_sc_hd__clkbuf_1,3,11.26
sky130_fd_sc_hd__a211oi_1,2,15.01
sky130_fd_sc_hd__xnor2_1,14,122.6
[stage by stage]
| stage | std cells | area [um2] |
|---|---|---|
| after detailed placement | 663 | 4467 |
| after floorplan | 398 | 2719 |
| after global placement | 663 | 4467 |
| after CTS | 663 | 4467 |
| final | 663 | 4467 |
| after global routing | 663 | 4467 |
[worst paths after layout]
check	startpoint	to	slack, ns	depth (start not counted)
max	rs2[11]	branch_target[10]	6.89	13
min	pc[4]	branch_target[4]	8.17	4
[layout make-up]
cell class | count | area (um2) | share of cell area
timing repair buffer | 165 | 1649 | 0.3692
multi-input combinational | 348 | 2525 | 0.5653
tap | 108 | 135.1 | 0.03025
inverter | 42 | 157.7 | 0.03529
[per-layer routing]
layer,vias to the layer above,share of wire,global-route usage
li1,1770,-,-
met1,1461,0.48,0.2475
met2,116,0.46,0.3218
met3,2,0.053,0.01391
met4,0,0.0033,0.005741
met5,-,0,0
No activity file was given, so power comes from the tool's default toggle rates.
