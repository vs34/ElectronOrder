--- flow/design.v ---
module Alu (
    input wire [4:0] rd,             
    input wire [2:0] funct3,         
    input wire [31:0] rs1,            
    input wire [31:0] rs2,            
    input wire [6:0] funct7,         
    input wire [31:0] imm,            
    output reg [31:0] result          
);
    always @(*) begin
        result = 32'd0;  
        case (funct7)
            7'b0000000: begin  
                case (funct3)
                    3'b000: result = rs1 + rs2;      
                    3'b001: result = rs1 << rs2[4:0];  
                    3'b010: result = ($signed(rs1) < $signed(rs2)) ? 32'b1 : 32'b0;  
                    3'b011: result = (rs1 < rs2) ? 32'b1 : 32'b0;  
                    3'b100: result = rs1 ^ rs2;      
                    3'b101: result = rs1 >> rs2[4:0];  
                    3'b110: result = rs1 | rs2;      
                    3'b111: result = rs1 & rs2;      
                endcase
            end
            7'b0100000: begin  
                case (funct3)
                    3'b000: result = rs1 - rs2;      
                    3'b101: result = $signed(rs1) >>> rs2[4:0];  
                endcase
            end
            7'b0000001: begin  
                case (funct3)
                    3'b000: result = rs1 * rs2;      
                    3'b100: result = $signed(rs1) / $signed(rs2);  
                    3'b110: result = rs1 / rs2;      
                    3'b011: result = $signed(rs1) % $signed(rs2);  
                    3'b111: result = rs1 % rs2;      
                endcase
            end
            default: begin
                case (funct3)
                    3'b000: result = rs1 + imm;      
                    3'b001: result = rs1 << imm[4:0];  
                    3'b010: result = ($signed(rs1) < $signed(imm)) ? 32'b1 : 32'b0;  
                    3'b011: result = (rs1 < imm) ? 32'b1 : 32'b0;  
                    3'b100: result = rs1 ^ imm;      
                    3'b101: result = imm[10] ? $signed(rs1) >>> imm[4:0] : rs1 >> imm[4:0];  
                    3'b110: result = rs1 | imm;      
                    3'b111: result = rs1 & imm;      
                endcase
            end
        endcase
    end
endmodule
--- flow/run.sh ---
#!/bin/bash
# OpenROAD 26Q1-2900-gdf79404cd8, Yosys 0.63+post, stock flow scripts
make -C /OpenROAD-flow-scripts/flow DESIGN_CONFIG=/design/flow/config.mk WORK_HOME=/design/flow/orfs finish
--- flow/config.mk ---
export PLATFORM = sky130hd
export DESIGN_NAME = Alu
export DESIGN_NICKNAME = Alu
export VERILOG_FILES = /design/flow/design.v
export SDC_FILE = /design/flow/constraint.sdc
export NUM_CORES = 4
export LEC_CHECK = 1
export CORE_UTILIZATION = 30
--- flow/constraint.sdc ---
current_design Alu

set clk_period 346.1
set clk_io_pct 0.2

create_clock -name clk0 -period $clk_period

set non_clock_inputs [all_inputs -no_clocks]
set_input_delay [expr $clk_period * $clk_io_pct] -clock clk0 $non_clock_inputs
set_output_delay [expr $clk_period * $clk_io_pct] -clock clk0 [all_outputs]
==> Slide: Implementation Results <==
Synthesis and Place & Route Summary

Status
  • Outcome: finished clean

Timing
  • Final setup viols: 0
  • Hold_ws: 139.66 ns
  • F_max: 0.00412 GHz
  • Max_slew headroom: 21.5%
  • Final Max Slew Viols: 0
  • Fin crit share: between 70% and 80%
  • Post-route minimum period: 242.68 ns
  • Final WS setup: 103.42 ns
  • TNS Setup: 0 ns
  • RSZ-0062 raised after global routing: false
  • Final hold violations: 0
  • Least-Margin Pin Slew: approximately 1.2 ns

GRT
  • GRT Total Usage: between 20% and 30%
  • Initial antenna violation count: 40
  • First-pass GRT wire length: 701000 µm
  • Pin count of the biggest net entering global routing: between 60 and 70
  • Vias in the first global route: 101k
  • Total congestion overflow: 0

Pwr
  • Int Power: around 0.33 mW
  • Sw power: 0.583 mW
  • Max VDD drop: 0.0000430 V
  • Overall power: 0.909 mW
  • Pwr/cell area: roughly 8.6 nW/µm²
  • Lkg Pwr: about 48 nW
  • Switch share: between 60 and 70%

Clocking
  • Post-CTS setup repair buffer count: 0
  • Post-CTS Resized: 0
  • Hold_buf cts: 0

Route
  • # DRC: 0
  • Vias/cell: 5.90
  • Drt wl/cell: 26.5 µm
  • Drt pass-1 iters: 8
  • Post-DRT Antenna Nets: 0
  • Starting DRT DRC Count: 10.1k
  • Vias: ~110k
  • WL final: 488000 µm

Place
  • Final Wtd Congestion: between 1 and 1.5
  • Port Buffer Count: 138
  • Inst Count DP: 18.4k
  • Dpl cell area: 105000 µm²
  • Dpl hpwl: 389000 µm
  • DP Worst Slack: 106.67 ns

Setup path
  • Crit start category: primary input
  • Most frequent CP cell: ha_1
  • Critical path capture point type: output port
  • CP max stage cell: o41ai_1
  • Critical path arrival: 173.46 ns
  • CP Data Required Time: 276.88 ns
  • Worst setup startpoint: rs2[20]
  • Kind of critical path: primary input to output port
  • Maximum fanout along the worst path: 34
  • Crit-path max cell delay: 0.95 ns

Die
  • Die Area: ~320000 µm²
  • Die Wd: 569 µm
  • Site row count: 207
  • Die Height: approximately 570 µm
  • Core area: 319000 µm²
  • Core Util at FP: a little under a third
  • # IOs: 143

Worst hold path
  • Hold wc startpoint: funct3[2]
  • Hold Path Stages: 5
  • Hold EP: result[10]
  • Hold Path Class: primary input to output port

Finish
  • Flop area: 0 µm²
  • Finished Core Util: 33.0%
  • Layout cells sized above 1: between 7 and 8%
  • Post-route design area: 105000 µm²
  • Area grow syn2layout: 9.01%
  • Fin cells: 18.4k
  • CLK BUF: 0
  • Flip-flops: 0

Run
  • Max cap viols: 0
  • Tool warning count: 168

Synthesis
  • Ys Warns: 1
  • Top-area cell share: 18.7%
  • Post-synth top area cell: ha_1
  • Top cells, area: ha_1, fa_1, xnor2_1
  • Synth Instances: 14.1k
  • Area reported by Yosys stat: 96600 µm²
  • Register share after synthesis: 0%
  • Synth top cells by count: nand2_1, nor2_1, ha_1, a21oi_1, inv_1
  • Avg Cell Area, Syn: 6.84 µm²
  • Most numerous cell in the Yosys netlist: nand2_1
  • Yosys cell types: 108
  • # Cells Yosys: 14.1k
  • Mapped cell area: between 90000 and 100000 µm²
## critical path: cells and delay by family
family / cells / cell delay (ns)
AND-OR/OR-AND: 173 / 55.44
XOR/XNOR: 1 / 0.17
adder cells (fa/ha/maj): 31 / 10.04
buffers and inverters: 33 / 9.08
multiplexers: 4 / 1.34
AND/OR/NAND/NOR: 96 / 27.78
## layout make-up
type                            count  area (µm²)
Multi-Input combinational cell  12507       91200
Antenna cell                       22        55.1
Fill cell                       34659      214000
Tap cell                         4284        5360
Inverter                          979        3680
Timing Repair Buffer              638        5010
## cells by family (layout without fill, tap and decap cells)
group | Yosys count | count (layout) | synth area share, %
adders and majority gates | 1854 | 1854 | 27.2
AOI/OAI and AO/OA | 4257 | 4257 | 29.2
xor gates and xnor gates | 1041 | 1041 | 9.44
and+or+nand+nor | 4979 | 4979 | 23.6
other | 2 | 26 | 0.00778
muxes | 372 | 372 | 4.20
buffers and inverters | 1618 | 1617 | 6.38
## layout by cell type, fill, tap and decap left out, types with 122 or more instances in the layout
| cell | Yosys | layout |
|---|---|---|
| o21ai_0 | 765 | 759 |
| a31oi_1 | 202 | 199 |
| a211oi_1 | 123 | 122 |
| or3_1 | 149 | 148 |
| mux2_2 | 137 | 137 |
| o211ai_1 | 172 | 172 |
| xnor2_1 | 719 | 686 |
| ha_1 | 1442 | 1442 |
| o31ai_1 | 136 | 132 |
| fa_1 | 412 | 412 |
| a21oi_1 | 1075 | 1068 |
| inv_1 | 951 | 949 |
| buf_4 | 3 | 501 |
| nand4_1 | 140 | 140 |
| nor3_1 | 417 | 410 |
| nand2_1 | 1625 | 1624 |
| o21a_1 | 325 | 325 |
| a21o_1 | 386 | 386 |
| nor2b_1 | 137 | 136 |
| xor2_1 | 322 | 322 |
| nand3_1 | 308 | 308 |
| mux2i_1 | 221 | 211 |
| nor2_1 | 1531 | 1523 |
## worst max path at each step
stage         slack [ns]    endpoint
finish            103.42  result[31]
global route       98.18  result[31]
CTS               106.32  result[31]
## per-layer routing
metal | routed length [µm] | GRT usage [%]
met3 | 50400 | 8.74
met4 | 34000 | 17.0
met5 | 165 | 0
met1 | 202000 | 39.5
met2 | 202000 | 43.3
## power by group through the flow
stage / combinational (mW) / clock [mW] / sequential, mW
CTS: 0.891 / 0 / 0
global route: 0.972 / 0.00000000240 / 0
Power and IR drop assume default switching activity.
